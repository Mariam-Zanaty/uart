`design/flow/config.mk`:
```
export PLATFORM = sky130hd
export DESIGN_NAME = uart
export DESIGN_NICKNAME = uart
export VERILOG_FILES = /design/flow/design.v
export SDC_FILE = /design/flow/constraint.sdc
export NUM_CORES = 4
export LEC_CHECK = 1
export CORE_AREA = 10 10 105 105
export DIE_AREA = 0 0 115 115
```
`design/flow/constraint.sdc`:
```
current_design uart

set clk_period 2.8
set clk_io_pct 0.2

create_clock -name clk0 -period $clk_period [get_ports {clk}]

set non_clock_inputs [all_inputs -no_clocks]
set_input_delay [expr $clk_period * $clk_io_pct] -clock clk0 $non_clock_inputs
set_output_delay [expr $clk_period * $clk_io_pct] -clock clk0 [all_outputs]
```
`design/flow/design.v`:
```
module uart_baud_generator(clk, tick);
input clk;
output[3:0] tick;
reg tick;
reg [9:0] acc= 10'b0;
always @ (posedge clk)
begin
if(acc ==10'b1111_010_001 )
begin
tick <= tick+ 4'b0001;   
acc[9:0] <= 10'b000_000_000;
end
else
acc = acc +9'b000_000_001;
end
endmodule
module uart_rx(clk, UARTn_RXD, UARTn_RTS);
input clk;              
input UARTn_RXD;           
output UARTn_RTS;    
reg [7:0] RBR;   
wire[3:0] tick;              
wire parity_check_bit;
reg flag;
reg data_in_recieved;   
reg data_in;            
reg[2:0] recieved_bit_index;
reg [2:0] next_state=3'b0;
parameter  IDLE=      3'b000,
           start_bit= 3'b001,
           data_bits= 3'b010,
		   parity_bit= 3'b011,
           stop_bit=  3'b100;
always @(posedge clk)
begin
data_in_recieved <= UARTn_RXD;
data_in <=data_in_recieved;
end
uart_baud_generator u1 (.clk(clk), .tick(tick));
always @ (posedge clk)
begin
case(next_state)
IDLE:begin
RBR <= 8'b0;
if(!data_in)
next_state<= start_bit;
else
next_state<= IDLE;
end
start_bit:begin
if(tick == 4'b1000)
if(!data_in)
begin
next_state<=data_bits;
end
else
next_state<=IDLE;
else
begin
next_state<=start_bit;
end
end
data_bits:begin
if(tick == 4'b1000)
if(recieved_bit_index < 4'b1000)
begin
RBR[recieved_bit_index]<=data_in;
recieved_bit_index<= recieved_bit_index+1;
next_state<=data_bits;
end
else
begin
recieved_bit_index<=4'b0;
next_state<=parity_bit;
end
else
begin
next_state<=data_bits;
end
end
parity_bit:begin
if(tick == 4'b1000)
begin
if(data_in==parity_check_bit)
begin
flag=1'b1;
next_state<=stop_bit;
end
else
begin
flag=1'b0;
next_state<=stop_bit;
end
end
else
begin
next_state<=parity_bit;
end
end
stop_bit: begin
if(tick == 4'b1000)
next_state<=IDLE;
else
begin
next_state<=stop_bit;
end
end
endcase
end
assign parity_check_bit= ^RBR;
endmodule
module uart(UARTn_RXD, UARTn_CTS, clk, UARTn_RTS, UARTn_TXD);
input UARTn_RXD;
input clk;
input UARTn_CTS;
output UARTn_RTS;
output UARTn_TXD;
uart_rx rx_inst (.clk(clk), .UARTn_RXD(UARTn_RXD), .UARTn_RTS(UARTn_RTS));
uart_tx tx_inst (.clk(clk), .UARTn_CTS(UARTn_CTS), .UARTn_TXD(UARTn_TXD));
endmodule
module uart_tx(clk, UARTn_CTS, UARTn_TXD);
  input  clk;            
  input UARTn_CTS;     
  output reg UARTn_TXD;  
  reg[7:0] THR=8'b00_10_10_10;         
  wire[3:0] tick;
  wire parity_check_bit;
reg[2:0] transmitted_bit_index= 3'b0;
reg [2:0] next_state=3'b0;
parameter  IDLE      = 3'b000,
           start_bit = 3'b001,
           data_bits = 3'b010,
		   parity_bit= 3'b011,
           stop_bit  = 3'b100;
  uart_baud_generator u1_tx (.clk(clk), .tick(tick));
always @ (posedge clk)
begin
case(next_state)
IDLE:begin
UARTn_TXD <= 1'b1;
if(UARTn_CTS)
next_state<= start_bit;
else
next_state<= IDLE;
end 
start_bit: begin
  if(tick ==4'b1000)
    begin
    UARTn_TXD = 1'b0;
    next_state<= data_bits;
  end
  else
    next_state<= start_bit;
  end
    data_bits:begin
     if(tick==4'b1000)
        if(transmitted_bit_index <= 3'b111)
          begin
        UARTn_TXD = THR[transmitted_bit_index];
        transmitted_bit_index <= transmitted_bit_index +1;
        next_state <= data_bits;
      end
      else
        next_state <= parity_bit;
      else
        next_state <= data_bits;
    end
    parity_bit:begin
    if(tick==4'b1000)
      begin
      UARTn_TXD = parity_check_bit;
      next_state <= stop_bit;
    end
   else
  next_state <= parity_bit;
  end
 stop_bit:begin
   if(tick==4'b1000)
    begin
     UARTn_TXD = 1'b1;
     next_state <= IDLE;
   end
 else
   next_state <= stop_bit;
   end
 endcase
end
  assign parity_check_bit= ^THR;
endmodule
```
`design/flow/run.sh`:
```
#!/bin/bash
# OpenROAD 26Q1-2900-gdf79404cd8, Yosys 0.63+post, stock flow scripts
make -C /OpenROAD-flow-scripts/flow DESIGN_CONFIG=/design/flow/config.mk WORK_HOME=/design/flow/orfs finish
```
==> impl_metrics.env <==
# implementation run metrics
export IMPL_dp_final_hpwl_microns=1080
export IMPL_routabilityCongestion=0.725
export IMPL_cts_buffer_depth=2
export IMPL_fin_area_sq_um=1250
export IMPL_die_h_microns=115
export IMPL_place_area_sq_um=1210
export IMPL_cp_end_kind="register"
export IMPL_fin_crit_ns=1.92
export IMPL_flop_cell="edfxtp_1"
export IMPL_synth_edff_count=11
export IMPL_cp_cell_sequence="inv_1 > ha_1 > nand3b_1 > or2_2 > nor3b_1"
export IMPL_syn2layout_area_growth_pct=17.8
export IMPL_grt_max_degree=12
export IMPL_drive_gt1_share_pct=5.77
export IMPL_nFillCells=981
export IMPL_antenna_found_initial=0
export IMPL_synthCells=100
export IMPL_finalHoldViolations=0
export IMPL_fin_setup_tns_ns=0
export IMPL_arrival_ns=1.83
export IMPL_dr_pass1_iters=3
export IMPL_dieWidth_microns=115
export IMPL_ys_async_sr_fraction_pct=0
export IMPL_htreeDepth=1
export IMPL_postCtsSetupBuffers=0
export IMPL_mostFrequentLayoutCell="edfxtp_1"
export IMPL_leakage_nw=0.465
export IMPL_critical_path_class="reg -> reg"
export IMPL_row_count=34
export IMPL_ys_seq_share_pct=49.9
export IMPL_synth_area_per_cell_sq_um=10.6
export IMPL_cts_resized=0
export IMPL_viasPerCell=3.22
export IMPL_combGateArea_sq_um=484
export IMPL_fp_utilization_pct=12.1
export IMPL_clock_latency_ns=0.25
export IMPL_outcome="complete, no violations"
export IMPL_cp_slowest_stage_delay_ns=0.42
export IMPL_grt_util_all_layers_pct=2.39
export IMPL_yosysChipArea_sq_um=1060
export IMPL_power_density_nw_per_um2=418
export IMPL_ys_cells=100
export IMPL_yosysWarningCount=4
export IMPL_first_global_vias=642
export IMPL_drv_cap=0
export IMPL_portBuffers=2
export IMPL_ys_ff=21
export IMPL_hold_class="reg -> reg"
export IMPL_cts_tree="built"
export IMPL_final_cell_mix="11 x edfxtp_1, 10 x inv_1, 10 x dfxtp_1, 8 x nor2_1, 7 x ha_1"
export IMPL_clk_pin_slew_worst_paths_ns=0.07
export IMPL_ys_types=38
export IMPL_placedCellCount=208
export IMPL_antenna_left=0
export IMPL_cts_hold_buffers=0
export IMPL_worst_pin_slew_ns=0.625
export IMPL_drt_iter0_drc=58
export IMPL_startpoint_type="register"
export IMPL_max_freq_mhz=520
export IMPL_cts_root_buffer="clkbuf_8"
export IMPL_chip_area_sq_um=13200
export IMPL_wirelength_microns=1510
export IMPL_grt_pass1_wl_microns=2730
export IMPL_fin_cells=212
export IMPL_grt_ovfl_total=0
export IMPL_synth_cell_area_sq_um=1060
export IMPL_ir_worst_vdd_v=0.000179
export IMPL_maxSlewViolCount=0
export IMPL_fin_skew_ns=0.00399
export IMPL_setup_viol_count_final=0
export IMPL_wl_per_cell_microns=7.11
export IMPL_maxSlewHeadroom_pct=58.2
export IMPL_clock_sinks=21
export IMPL_num_vias=683
export IMPL_rsz0062_at_grt="false"
export IMPL_worst_path_max_delay_cell="edfxtp_1"
export IMPL_worstPathMaxFanout=5
export IMPL_tool_warnings=29
export IMPL_cts_buffers=3
export IMPL_min_period_over_period_pct=68.7
export IMPL_num_io_pins=5
export IMPL_ff_latch_area_sq_um=531
export IMPL_core_area_sq_um=8760
export IMPL_diodes=0
export IMPL_worst_ep_required_time_ns=2.71
export IMPL_drc=0
flip-flops by register name (all words and copies together), names as in the netlist:
register	cells
tx_inst.next_state	3
tx_inst.transmitted_bit_index	3
tx_inst.u1_tx.tick	4
tx_inst.UARTn_TXD	1
tx_inst.u1_tx.acc	10
metal layers:
metal	GRT usage (%)	share of wire, %	vias to the layer above
li1	-	-	365
met1	3.07	51	309
met2	3.72	40	7
met3	1.21	7.6	2
met4	0.165	0.80	0
met5	0	0	-
cell type report:
type / count / share of cell area, %
Sequential cell: 21 / 42.4
Multi-Input combinational cell: 67 / 38.7
Tap cell: 108 / 10.8
Clock buffer: 4 / 3.60
Inverter: 10 / 3.00
Timing Repair Buffer: 2 / 1.60
synthesized netlist by cell type, types with 2 or more instances:
cell type	n	share of area [%]
nor2_1	8	2.8
o21ai_0	4	1.9
nand2b_1	2	1.2
xnor2_1	3	2.5
o22ai_1	2	1.2
xor2_1	5	4.1
edfxtp_1	11	31
inv_1	10	3.5
nand2_1	3	1.1
ha_1	7	8.2
a21oi_1	2	0.94
a41oi_1	2	1.6
dfxtp_1	10	19
nand4b_1	2	1.6
nand3_1	5	2.4
nor2b_1	2	1.2
metrics by stage:
stage | util, % | worst slack, ns | power [W] | hold WS, ns
floorplan | - | 1.07 | 0.000336 | 0.439
global placement | 13.8 | 0.895 | 0.000339 | 0.460
detailed placement | 13.8 | 0.869 | 0.000339 | 0.471
CTS | 14.3 | 0.861 | 0.000535 | 0.485
global route | 14.3 | 0.719 | 0.000549 | 0.523
finish | 14.3 | 0.876 | 0.000524 | 0.478
critical path: cells and delay by family, from the launching register on:
kind	cells	cell delay, ns
and+or+nand+nor	3	0.91
buffers and inverters	1	0.09
DFF	1	0.42
adders and majority gates	1	0.17
logic make-up after synthesis:
family | count (synthesis) | share of synthesized area [%]
other | 1 | 0.353
flip-flops | 21 | 49.9
AND/OR/NAND/NOR | 35 | 20.2
buffers and inverters | 12 | 4.59
adder cells (fa/ha/maj) | 7 | 8.23
XOR/XNOR | 8 | 6.59
AND-OR/OR-AND | 16 | 10.1
worst paths after layout:
kind,slack [ns],depth (start not counted),start,endpoint
setup / recovery,0.88,5,tx_inst.u1_tx.tick[0]$_DFFE_PN_,tx_inst.transmitted_bit_index[0]$_DFFE_PP_
setup reg to reg,0.88,5,tx_inst.u1_tx.tick[0]$_DFFE_PN_,tx_inst.transmitted_bit_index[0]$_DFFE_PP_
hold / removal,0.48,1,tx_inst.u1_tx.acc[9]$_SDFF_PN0_,tx_inst.u1_tx.acc[9]$_SDFF_PN0_
hold reg to reg,0.48,1,tx_inst.u1_tx.acc[9]$_SDFF_PN0_,tx_inst.u1_tx.acc[9]$_SDFF_PN0_
power breakdown:
group	internal [W]	switching (W)	total, W
logic	0.00000505	0.00000215	0.00000719
clock network	0.000101	0.0000907	0.000192
registers	0.000323	0.00000197	0.000325
No activity file was given, so power comes from the tool's default toggle rates.
